## design/flow/run.sh

```bash
#!/bin/bash
# OpenROAD 26Q1-2900-gdf79404cd8, Yosys 0.63+post, stock flow scripts
make -C /OpenROAD-flow-scripts/flow DESIGN_CONFIG=/design/flow/config.mk WORK_HOME=/design/flow/orfs finish
```

## design/flow/config.mk

```make
export PLATFORM = sky130hd
export DESIGN_NAME = toprobertsons
export DESIGN_NICKNAME = toprobertsons
export VERILOG_FILES = /design/flow/design.v
export SDC_FILE = /design/flow/constraint.sdc
export NUM_CORES = 4
export LEC_CHECK = 1
export CORE_UTILIZATION = 50
```

## design/flow/constraint.sdc

```tcl
current_design toprobertsons

set clk_period 1.4
set clk_io_pct 0.2

create_clock -name clk0 -period $clk_period [get_ports {clk}]

set non_clock_inputs [all_inputs -no_clocks]
set_input_delay [expr $clk_period * $clk_io_pct] -clock clk0 $non_clock_inputs
set_output_delay [expr $clk_period * $clk_io_pct] -clock clk0 [all_outputs]
```

## design/flow/design.v

```verilog
module addsub #(parameter dw=8)
(
  input [dw-1:0] dataa,		      
  input [dw-1:0] datab,
  input          add_sub,	      
  input          clk,
  output logic [dw-1:0] result	  
);
always_comb begin
	if(add_sub)
		result = dataa + datab;
	else
		result = dataa - datab;
end
endmodule
module counter_down	#(parameter dw=8, parameter WIDTH=7)
(
  input               clk,
  input               reset,
  input               ena,
  output logic [dw-1:0] result);
  always @(posedge clk)	 begin
			if (reset) begin
				result<= WIDTH;
			end else
				begin 
					if (ena) begin
						result <= result - 1;
					end else begin
						result <= result;
					end
				end
  end
endmodule	
module mux2 #(parameter WIDTH = 8)
             (input  [WIDTH-1:0] d0, d1, 
              input              s, 
              output [WIDTH-1:0] y);
always_comb begin
    case(s)
	    0: y = d1;
	    1: y = d0;
    endcase
end
endmodule
module mux3 #(parameter WIDTH = 8)
             (input  [WIDTH-1:0] d0, d1, d2,    
              input  [1:0]       s, 		    
              output [WIDTH-1:0] y);		    
always_comb begin
		case(s)
			0: y = d0;
			1: y = d1;
			2: y = d2;
			3: y = d2;		  
		endcase
	end
endmodule
module mux5 (input      d0, d1, d2, d3, d4,	  
              input      [2:0]       s, 	  
              output logic y);				  
always_comb begin
  case(s)
	  0: y = d0;
	  1: y = d1;
	  2: y = d2;
	  3: y = d3;
	  4: y = d4;
	  5: y = 0;
	  6: y = 0;
	  7: y = 0;
  endcase
end
endmodule
module register # (parameter N = 8)
  (input clk,
   input [N-1:0] in,		   
   output logic [N-1:0] out,   
   input load,				   
         clear
   );
  always @ (posedge clk, posedge clear)	begin
	if(clear)
		begin
			out <= 0;
		end
	else
		begin
			if (load)
				out <= in;
			else
				out <= out;
		end
  end
endmodule
module register_hl # (parameter N = 16)
 (input                clk,
  input [N/2-1:0]      inh,			   
  input [N/2-1:0]      inl,
  input                loadh,          
  input                loadl,
  input                clear,
  output logic[N-1:0]  out	  	);	   
  always_ff @ (posedge clk, posedge clear) begin
	if (clear)
		begin
			out[N-1:N/2] <= 0;
			out[N/2-1:0] <= 0;
		end
	else 
		begin 
			if(loadh)
				begin
					out[N-1:N/2] <= inh;
				end 
			else
				begin
					out[N-1:N/2] <= out[N-1:N/2];
				end
			if(loadl)
				begin
					out[N/2-1:0] <= inl;
				end
			else
				begin
					out[N/2-1:0] <= out[N/2-1:0];
				end
		end
  end	
endmodule
module robs_control_unit_micro(
  input clk, reset,
        zq, zy, zr,
  output[14:0] c,
  output logic done
	);
  wire        load_incr;
  wire [ 4:0] upc;
  wire [22:0] uinstr;
  upcreg upc_reg(clk, reset, load_incr, uinstr[19:15], upc);
  mux5 cs_mux(1'b0, zq, zr, zy, 1'b1, uinstr[22:20], load_incr);
  rom control_memory(upc, uinstr);
  assign c = uinstr[14:0];
  always_latch 
    if(reset)          done = 0;
    else if(upc == 17) done = 1;
endmodule
module robs_datapath #(parameter WIDTH = 8)
  (
  input clk, reset,
  input [WIDTH-1:0] multiplier, multiplicand,
  input[14:0]  c,
  output [WIDTH*2-1:0] product,
  output zq, zr
	);
  wire [WIDTH-1:0] y, a, in_x, x, in_rh, in_rl, alu_out, q;
  wire [WIDTH*2-1:0] r, sr;
  register reg_y(clk, multiplicand, y, c[0], 1'b0);
  register reg_a(clk, r[WIDTH*2-1:WIDTH], a, c[14], c[2]);
  register reg_x(clk, in_x, x, c[3], 1'b0);
  register_hl reg_r(clk, in_rh, in_rl, c[8], c[9], 1'b0, r);
  right_shift_register sign_ext(clk, c[12], r, c[11], sr); 
  mux2 #(8) mux_x(.d0(multiplier), .d1(r[WIDTH-1:0]), .s(c[7]), .y(in_x));
  mux3 #(8) mux_rh(.d0(a), .d1(sr[WIDTH*2-1:WIDTH]), .d2(alu_out), .s(c[5:4]), .y(in_rh));
  mux2 #(8) mux_rl(.d0(x), .d1(sr[WIDTH-1:0]), .s(c[6]), .y(in_rl));
  addsub addsub(.dataa(r[WIDTH*2-1:WIDTH]), .datab(y), .add_sub(c[10]), .clk, .result(alu_out));
  counter_down decrement8(clk, c[1], c[13], q);
	assign product = {a,x};
	always_comb begin
		if(r % 2 == 0) begin
			zr = 1;
		end else begin
			zr = 0;
		end 
		if(q % 8 == 0) begin
			zq = 1;
		end else begin
			zq = 0; 
		end
	end
endmodule
module robsmult #(parameter WIDTH = 8)
  (
  input clk,
  input reset,
  input [WIDTH-1:0] multiplier,
  input [WIDTH-1:0] multiplicand,
  output [WIDTH*2-1:0] product,  
  output done  
  );
  wire[14:0] c;	
  wire zq, zy, zr;
  robs_control_unit_micro cu(.clk, .reset, .zq, .zy, .zr, .c, .done);	
  robs_datapath dp(.clk, .reset, .multiplier, .multiplicand, .c, .product, .zq, .zr);
  assign zy = ~multiplicand[WIDTH-1];	 
endmodule
module rom(
  input [4:0] addr, 		 
  output [22:0] data);		 
  logic  [22:0] mem[17:0];	 
    initial begin
            mem[00] = 23'b00000001000000000000011;
            mem[01] = 23'b00000010000000000001100;
            mem[02] = 23'b00000011000001100000000;
            mem[03] = 23'b00101100000000000000000;
            mem[04] = 23'b01000110000000000000000;
            mem[05] = 23'b00000110000010100100000;
            mem[06] = 23'b01101001000000000000000;
            mem[07] = 23'b00001000001000000000000;
            mem[08] = 23'b10001010000000000000000;
            mem[09] = 23'b00001010001100000000000;
            mem[10] = 23'b00001011010001101010000;
            mem[11] = 23'b10000011000000000000000;
            mem[12] = 23'b01001110000000000000000;
            mem[13] = 23'b00001110000000100100000;
            mem[14] = 23'b00001111001000000000000;
            mem[15] = 23'b00010000000001101010000;
            mem[16] = 23'b00010001100000010001000;
            mem[17] = 23'b10010001000000000000000;
        end
assign data = mem[addr];
endmodule
module right_shift_register #(parameter width = 16)(
  input             clk,
  input             enable,		  
  input [width-1:0] in,           
  input             mode,         
  output logic [width-1:0] out);  
	always @(posedge clk) 	begin
	if(enable)
		begin
			if (mode)
				out <= in >> 1;
			else
				out <= in >>> 1;
		end
	else
		out <= out;
   end
endmodule
module toprobertsons(
  input        clk, reset, 
  input [ 7:0] multiplier,    
               multiplicand,  
  output[15:0] product,       
  output       done           
    );
  robsmult mult(clk, reset, multiplier, multiplicand, product, done);
endmodule
module upcreg(
  input              clk,
  input              reset,
  input              load_incr,
  input [4:0]        upc_next,
  output logic [4:0] upc);
  always_ff @ (posedge clk, posedge reset) begin
	if (reset)
		upc <= 0;
	else
		begin
			if(load_incr)
				upc <= upc_next;
			else
				upc <= upc + 1;
		end
  end
endmodule    
```

==> summary.txt <==
Physical design

The number of inserted filler cells in the final layout stands at 361. The post-synthesis to final-layout area growth stands at 51.3%. The count of library flops with an enable pin stands at 47.

The floorplan core area stands at 6350 um2. The number of flip-flops in the largest register stands at 16. The count of buffers added on input and output ports is 34. The share of final-layout standard cells stronger than drive strength 1 stands at 45.4%. The maximum number of pins on one net before global-route repair stands at 23. 0 antenna diodes ended up in the layout. For reference, the final report shows the hold violation count at 0. The cell count in the Yosys report stands at 265. The global route total overflow stands at 0. The worst setup slack after layout stands at -1.12 ns. The internal portion of the total power is 2910 uW. The post-route fraction of the period consumed by the critical path stands at 180%. After synthesis, the share of cell area in mux cells is 10.6%. Setup repair after global routing could not meet its margin everywhere.

The clock period minus final worst setup slack stands at 2.52 ns. The synthesis-stage register bit count stands at 64. The average routed wire per standard cell stands at 15.5 um. The worst setup path is of the flip-flop to flip-flop kind. In the synthesized netlist, the dominant kind of combinational cell is AND-OR/OR-AND gates. The final routed wirelength across all metal layers stands at 7.25 mm. The tally of max-capacitance violations stands at 0. The checks that failed: setup timing.

The registers reported with the highest flop counts are mult.dp.reg_r.out x16, mult.dp.sign_ext.out x15. The peak supply drop stands at 0.000722 V. After synthesis, the mean cell area works out to 12.4 um2. The share of async-settable or async-resettable flops after synthesis stands at 20.3%. The flow reports that combinational logic draws 1.5% of the design power.

After its last routability iteration, the placer logged a weighted congestion of 0.838. The depth of the worst register-to-register path stands at 12. The buffer depth of the longest clock path stands at 2. Per the log, the first TritonRoute iteration ended with a DRC count of 76. The tree is rooted in a clkbuf_8. The clock slew seen by the registers of the worst setup and hold paths stands at 0.07 ns. Pins over their slew limit in the final report were tallied at 0.

The number of detailed-routing iterations run before antenna repair stands at 4. In this run the power spent charging and discharging nets is 745 uW. The logs give a warning total of 34. The number of hold buffers added after CTS stands at 0. Measured along the y axis, the die boundary spans 83.2 um.

The slew of the pin with the lowest slew margin stands at 0.278 ns. The number of antenna-violating nets in the routed design stands at 0. Summing the areas of all and, or, nand and nor instances in the mapped netlist gives 9.64% of the synthesized area. The number of antenna violations at the first check in global routing stands at 0.

Power comes to 3650 uW. The count of unclocked register or latch pins stands at 1. Global routing used 23.3% of the available tracks across all layers. The achievable frequency stands at 397 MHz. The reported leakage power stands at 0.00201 uW. For this run, the share of the core covered by cells in the final layout is 78.6%. The compound-gate portion of the synthesized area stands at 11.0%. The xor/xnor share of the synthesized area stands at 3.19%. Dividing the detail-routed via count by the number of cells gives 5.24.

35 I/O pins were placed. The number of global-route vias before repair was 2423. In this run the worst path has a maximum fanout of 4. The number of buffers added by the clock tree synthesis step stands at 9. Per the synthesis report, the dominant area consumer among library cells is edfxtp_1. The cell area that synthesis handed to floorplanning was 3300 um2. Hold timing on the final database bottoms out at a slack of 0.191 ns. Per the layout area report, the combinational gate area comes to 1700 um2.

The clock network power share stands at 44.0%. The register cell area after layout stands at 1810 um2. The required time of the worst setup path stands at 1.49 ns. In this run the horizontal extent of the chip is 83.2 um. Yosys attributes the largest share of cell area to edfxtp_1, dfrtp_1, mux2_2. TritonCTS built the clock tree. The chip area in the Yosys report stands at 3300 um2.

Leaving out fill and tap cells, the most frequent cell in the layout is buf_4. After technology mapping, the gate count stands at 265. The adder-cell share of the synthesized area stands at 6.68%. Counting the warning lines in the Yosys log gives 22. The cell row count stands at 29. The final tally of setup violations stands at 87.

According to the floorplan report, the total die area is 6920 um2. The flow ran to the end, but the final reports show violations. STA lists the endpoint of the worst register-to-register path as mult.dp.reg_r.out[15]. The worst setup path is captured at a flip-flop. The number of unconstrained endpoints stands at 2. The slack of the worst reg-to-reg path stands at -1.12 ns. The first global-routing pass estimated 12.0 mm of wire. Per the synth stats, the flop cell with the highest instance count is edfxtp_1. Before placement the cells fill 51.9% of the core. In this run, flip-flops and latches consume 54.4% of the power.

The HPWL reported at the end of detailed placement stands at 4.69 mm. The DRC violations left stands at 0. The worst hold path belongs to the class input pin to async pin. The signal arrival time at the worst endpoint stands at 2.61 ns. STA classifies the critical path startpoint as a flip-flop.

The worst setup slack before clock tree synthesis stands at -1.12 ns. Ranked by flip-flop count, first place goes to mult.dp.reg_r.out. Summing over every cut layer, the via total after detailed routing is 2446. The power density of the placed cells stands at 732 nW/um2. The distinct cell type count of the synthesized netlist stands at 55. Switching power as a fraction of the total was reported as 20.4%. Across all checked pins, the minimum headroom to the slew limit is 81.4%. Ranking logic cells in the layout by count gives the top entries buf_4, edfxtp_1, mux2_4.

CTS built an H-tree with a depth of 3. The skew report gives the latency at the later pin of the worst-skew pair as 0.34 ns. After synthesis, the largest area contributor takes up 42.8% of total cell area.

The startpoint identified for the worst register-to-register timing path is mult.cu.upc_reg.upc[1]. Clock skew on the completed layout was measured at 0.00814 ns.
==> timing repair <==
action                                  4_1_cts  5_1_grt
endpoints found under the setup margin      103       87
cloned                                        3        0
resized                                      70       23
pin swaps                                    16       13
buffers inserted                             23        6
==> how the worst max path moves through the flow <==
stage | to | cells after the start | start
4_1_cts | mult.dp.reg_r.out[15] | 12 | mult.cu.upc_reg.upc[1]
5_1_grt | mult.dp.reg_r.out[15] | 12 | mult.cu.upc_reg.upc[1]
6_report | mult.dp.reg_r.out[15] | 12 | mult.cu.upc_reg.upc[1]
==> cell type report <==
class,count,share of cell area [%]
inverter,18,1.50
timing repair buffer,119,22.1
multi-input combinational,173,34.0
tap,77,1.93
clock buffer,10,2.76
clock inverter,6,1.40
sequential,64,36.3
==> cell usage after synthesis (4+ instances only) <==
library cell	instances
ha_1	16
dfrtp_1	13
a21oi_1	12
edfxtp_1	47
xnor2_1	9
nand2b_1	5
o21ai_0	11
nor2b_1	7
nand2_1	10
buf_2	6
nor2_1	18
mux2_2	27
a31oi_1	4
a22oi_1	4
inv_1	18
nor3_1	5
==> cell families (layout without fill, tap and decap cells) <==
kind of cell | count (synthesis) | count (layout)
AOI/OAI and AO/OA | 53 | 54
and+or+nand+nor | 59 | 59
DFF | 63 | 63
latches | 1 | 1
xor gates and xnor gates | 12 | 12
adders and majority gates | 17 | 17
buffers and inverters | 29 | 153
muxes | 31 | 31
==> worst max-delay path: stages, from the launching register on <==
cell,delay [ns]
dfrtp_2,0.41
inv_2,0.08
ha_4,0.14
nand3b_4,0.08
nor2_4,0.14
mux2_4,0.34
ha_4,0.23
a211oi_4,0.20
o21bai_1,0.08
a21o_1,0.17
a31oi_1,0.16
xnor2_1,0.13
o22ai_1,0.09
==> power groups by stage <==
stage,Combinational (uW),Sequential (uW),Clock [uW]
after CTS,56.4,1990,1650
final,56.0,1990,1610
after global routing,59.2,1990,1740
==> stage by stage <==
step / TNS, ns / area, um2 / instances
2_1_floorplan: -28.82 / 3470 / 265
3_3_place_gp: -36.94 / 4310 / 425
3_5_place_dp: -37.39 / 4310 / 425
4_1_cts: -38.95 / 4930 / 465
5_1_grt: -42.85 / 4990 / 467
6_report: -38.26 / 4990 / 467
==> layer usage <==
metal | wire length (um) | up-vias | track usage, %
li1 | - | 1223 | -
met1 | 3560 | 1156 | 40.2
met2 | 3150 | 58 | 32.5
met3 | 427 | 9 | 7.27
met4 | 107 | 0 | 3.13
met5 | 0 | - | 0
Power is estimated from default activity; no workload was simulated.
